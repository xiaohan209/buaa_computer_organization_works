<file path="design.v">
`timescale  1ns/1ns
`timescale  1ns/1ns
`timescale 1ns / 1ps
module CP0(
	 input clk,
	 input reset,
	 input [4:0] A1, 
	 input [4:0] A2, 
	 input WE,
	 input bd,
	 input [31:0] Din,
	 input [31:0] PC_d,
	 input [31:0] PC_e,
    input [31:0] PC_m,
	 input [31:0] PC_w,
	 input [7:2] HWInt,
	 input [3:0] error,
	 input clear,
	 output errored,
    output [31:0] PCout,
	 output [31:0] out
    );
	reg [31:0] SR;
	reg [31:0] Cause;
	reg [31:0] EPC;
	reg [31:0] PRId;
	wire iszhongduan;
	wire isyichang;
	assign iszhongduan=|(HWInt[7:2]&SR[15:10])&&SR[0]&&~SR[1];
	assign isyichang=(error!=0)&&~SR[1];
	assign errored=isyichang||iszhongduan;
	assign PCout=EPC;
	assign out=(A1==12)?SR:A1==13?Cause:A1==14?EPC:A1==15?PRId:32'd0;
	initial begin
		SR=0;
		Cause=0;
		EPC=0;
		PRId=32'h18373541;
	end
	always @(posedge clk)begin
		if(reset)begin
			SR<=0;
			Cause<=0;
			EPC<=0;
			PRId<=32'h18373541;
		end
		else begin
			Cause[15:10]<=HWInt[7:2];
			if(clear)begin
				SR[1]<=0;
			end
			else if(iszhongduan||isyichang)begin
					SR[1]<=1;
					Cause[6:2]<=iszhongduan?5'b0:{1'b0,error};
					Cause[31]<=bd;
					if(bd)begin
						EPC<={PC_w[31:2],2'b00};
					end
					else begin
						if(PC_m!=0)begin
							EPC<={PC_m[31:2],2'b00};
						end
						else if(PC_e!=0)begin
							EPC<={PC_e[31:2],2'b00};
						end
						else begin
							EPC<={PC_d[31:2],2'b00};
						end
					end
			end
			else if(WE)begin
				case(A2)
					12:begin
						SR<=Din;
					end
					14:begin
						EPC<={Din[31:2],2'b00};
					end
				endcase
			end
			else begin
			end
		end
	end
endmodule
</file>
<file path="run.sh">
#!/bin/bash
# OpenROAD 26Q1-2900-gdf79404cd8, Yosys 0.63+post, stock flow scripts
make -C /OpenROAD-flow-scripts/flow DESIGN_CONFIG=/design/flow/config.mk WORK_HOME=/design/flow/orfs finish
</file>
<file path="config.mk">
export PLATFORM = sky130hd
export DESIGN_NAME = CP0
export DESIGN_NICKNAME = CP0
export VERILOG_FILES = /design/flow/design.v
export SDC_FILE = /design/flow/constraint.sdc
export NUM_CORES = 4
export LEC_CHECK = 1
export CORE_UTILIZATION = 40
</file>
<file path="constraint.sdc">
current_design CP0

set clk_period 8.0
set clk_io_pct 0.2

create_clock -name clk0 -period $clk_period [get_ports {clk}]

set non_clock_inputs [all_inputs -no_clocks]
set_input_delay [expr $clk_period * $clk_io_pct] -clock clk0 $non_clock_inputs
set_output_delay [expr $clk_period * $clk_io_pct] -clock clk0 [all_outputs]
</file>
==> reports/qor.log <==
qor: run_status.outcome complete, no violations
qor: die.fp_util 0.416
qor: yosys.synthXorXnorAreaFrac 0
qor: timing.share_of_the_cycle_needed_by_the_critical_path_after_routing 0.775
qor: finish.post-route-util 0.646
qor: hold_path.min_delay_path_depth 2
qor: route.routedWlPerCell 19.5 um
qor: hold_path.hold_path.class register to register
qor: setup_path.critPathRequiredTime 6400 ps
qor: yosys.synth.largest_area_cell dfxtp_1
qor: clock_tree.tritoncts_num_sinks 73
qor: timing.max-slew-margin-rel 0.444
qor: finish.final_layout_top_logic_cells 240 x clkdlybuf4s50_1, 92 x nor2_1, 80 x mux2i_1
qor: clock_tree.clock_latency 330 ps
qor: timing.fin_skew 4.41 ps
qor: setup_path.crit_path_start_kind primary input
qor: setup_path.timing.critical_path.from error[0]
qor: yosys.yosys.stat.seqShare 0.289
qor: placement.dpl_wire_length 13,900 um
qor: yosys.synth_stat.cells 621
qor: setup_path.cp.depth 7
qor: die.boundaryPins 250
qor: clock_tree.cts_buffers 9
qor: clock_tree.cts.hold.buffers_added 0
qor: setup_path.crit_path_top_delay_cell or4_4
qor: setup_path.cell_occurring_most_often_along_the_worst_timing_path clkdlybuf4s50_1
qor: setup_path.endpoint_kind output port
qor: route.final_antenna_net_count 0
qor: setup_path.worstPathCellList clkdlybuf4s50_1, or4_4, nor4_4, or3_1, buf_4, inv_2, clkdlybuf4s50_1
qor: setup_path.worst-endpoint-arrival 4600 ps
qor: clock_tree.tritoncts_clock_tree yes
qor: yosys.synthFlopType dfxtp_1
qor: global_route.grt_pass1_vias 5,466
qor: timing.timing_worst_slew_pin_value 834 ps
qor: global_route.global_route.usage.total 0.308
qor: finish.layout-area-overhead-vs-synth 55.2%
qor: timing.max_freq 161 MHz
qor: yosys.netlist-cell-type-count 39
qor: setup_path.largest_fanout_of_any_net_on_the_critical_path 37
qor: yosys.yosysChipArea 5060 um2
qor: clock_tree.htree_levels 3
qor: placement.place.port_buffers 243
qor: setup_path.crit_buf_inv 4
qor: yosys.yosys-top-cells-area dfxtp_1 29%, mux2i_1 16%, a221oi_2 8.6%
qor: yosys.logic_family AND-OR/OR-AND gates
qor: global_route.grt_antenna_before_repair 0
qor: power_and_ir_drop.power.ir.vdd_worst 0.0926 mV
qor: clock_tree.post_cts.repair.setup_buffers 0
qor: timing.total_setup_violations_reported_at_the_end_of_the_flow 0
qor: setup_path.setup.reg_to_reg.worst_slack 5360 ps
qor: global_route.globalRoute.totalOverflow 0
qor: global_route.grt_start_max_net_pins 62
qor: yosys.post_synth_mux_area_share 0.165
qor: timing.hold_viol_final 0
qor: yosys.top_cell_area_share 0.289
qor: power_and_ir_drop.powerDensity 136 nW/um2
qor: die.floorplan.core_area 12,200 um2
qor: die.dieWidth 115 um
qor: setup_path.worst_reg2reg_path_startpoint SR[14]
qor: clock_tree.clk_slew_on_worst_s_h_paths 50 ps
qor: yosys.share_of_async_settable_or_async_resettable_flops_after_synthesis 0
qor: die.fp-row-count 40
qor: power_and_ir_drop.fin_total_pwr 1.07 mW
qor: timing.grt_setup_unrepaired false
qor: clock_tree.cts-root-buf clkbuf_16
qor: die.chip_area 13,100 um2
qor: route.drt_drc_violations_left 0
qor: route.dr.first_iter.drc_count 401
qor: setup_path.worst_r2r_endpoint EPC[29]
qor: timing.post-route-min-period 6200 ps
qor: timing.report.final.slew_viol_count 0
qor: yosys.synth-edff-count 0
qor: yosys.synth-warning-count 1
qor: route.post_drt_via_cell_ratio 5.53
qor: power_and_ir_drop.power_leakage 3.17 nW
qor: placement.routability_congestion_estimate_from_global_placement 0.923
qor: route.first_pass_iters 4
qor: route.wirelength 19,600 um
qor: yosys.yosys.area_share.simple 0.205
qor: finish.final_layout_top_logic_cell clkdlybuf4s50_1
qor: yosys.synth.cell_area 5060 um2
qor: die.die-height 115 um
qor: job.max_cap_viol 0
qor: yosys.ys.flops 73
qor: clock_tree.cts_resized 0
qor: yosys.synthAdderAreaFrac 0
qor: global_route.global_route_wire_length_before_repair 30,200 um
qor: setup_path.endpoint errored
qor: yosys.syn_inst 621
qor: clock_tree.clockBufferDepth 2
qor: job.stage_log_warnings 30
qor: yosys.average_cell_area_after_synthesis 8.16 um2
qor: setup_path.timing.critical_path.slowest_cell_delay 580 ps
qor: yosys.compound_gate_fraction_of_synth_area 0.242
qor: timing.setup_total_negative_slack 0 ps
qor: setup_path.timing.setup.critical_path_class primary input to output port
qor: route.vias 5,561
qor: finish.final_layout_size_suffix_gt1_frac 0.0848
qor: setup_path.timing.reg2reg.worst_path_depth 7
qor: setup_path.critPathTopFamily buffers and inverters
[registers in the layout (all words and copies together), names as in the netlist]
name	count
SR	32
EPC	30
Cause	11
[kinds of logic after synthesis]
family / Yosys count
AOI/OAI and AO/OA: 136
buffers and inverters: 119
DFF: 73
muxes: 83
other: 1
and+or+nand+nor: 209
[cells in the mapped netlist, types with 2 or more instances]
cell	count
nand2_1	12
a21oi_1	23
mux2i_1	80
inv_1	61
nor4_1	17
buf_1	2
buf_4	7
dfxtp_1	73
nand2b_1	31
nand4_1	4
nor3_1	32
buf_2	8
o22ai_1	3
clkbuf_1	37
nor2b_1	7
buf_6	3
o22a_1	30
a221oi_2	29
nand3_1	4
o2111ai_1	30
o21ai_0	14
a22o_1	3
nor2_1	93
mux2_2	3
[how the worst min path moves through the flow]
stage	start	end
finish	EPC[27]	EPC[27]
global route	EPC[25]	EPC[25]
CTS	EPC[27]	EPC[27]
[layer usage]
| metal | GRT usage | routed length (um) |
|---|---|---|
| met5 | 0 | 0 |
| met2 | 0.490 | 9150 |
| met1 | 0.442 | 8640 |
| met4 | 0.0545 | 320 |
| met3 | 0.0674 | 1480 |
[power by group]
| group | total [mW] | switching, mW | internal [mW] |
|---|---|---|---|
| sequential | 0.396 | 0.0142 | 0.382 |
| clock | 0.406 | 0.150 | 0.256 |
| combinational | 0.268 | 0.111 | 0.157 |
[cell type report]
class,count,area (um2)
Fill cell,1065,4300
Sequential cell,73,1460
Multi-Input combinational cell,430,3130
Inverter,62,233
Clock inverter,3,40.0
Timing Repair Buffer,257,2520
Antenna cell,1,2.50
Clock buffer,12,256
Tap cell,168,210
[worst reg2reg max path: cells and delay by family (launching register included)]
family,cells,cell delay (ps)
flops,1,380
compound gates,3,890
simple gates,2,440
buf+inv,2,860
[through the flow]
| stage | hold WS (ps) | instances | setup slack, ps | area, um2 |
|---|---|---|---|---|
| 3_3_place_gp | 464 | 990 | 1820 | 7560 |
| 2_1_floorplan | 439 | 622 | 3470 | 5070 |
| 4_1_cts | 471 | 1005 | 1830 | 7860 |
| 3_5_place_dp | 462 | 990 | 1840 | 7560 |
| 5_1_grt | 492 | 1005 | 1710 | 7860 |
| 6_report | 471 | 1006 | 1800 | 7860 |
Power figures rest on the tool's default switching activity, not on a simulated workload.
