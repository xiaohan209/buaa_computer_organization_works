===== flow/config.mk =====
export PLATFORM = sky130hd
export DESIGN_NAME = code
export DESIGN_NICKNAME = code
export VERILOG_FILES = /design/flow/design.v
export SDC_FILE = /design/flow/constraint.sdc
export NUM_CORES = 4
export LEC_CHECK = 1
export CORE_UTILIZATION = 30

===== flow/design.v =====
`timescale  1ns/1ns
`timescale  1ns/1ns
`timescale 1ns / 1ps
module code(
    input Clk,
    input Reset,
    input Slt,
    input En,
    output [63:0] Output0,
    output [63:0] Output1
    );
	 reg [2:0] count1;
	 reg [63:0] jicun1;
	 reg [63:0] jicun2;
	 assign Output0=jicun1;
	 assign Output1=jicun2;
	 initial
	 begin
	 jicun1=64'b0;
	 jicun2=64'b0;
	 count1=3'b0;
	 end
	 always @(posedge Clk)
	 begin
		if(Reset==1'b1)
		begin
			jicun1<=0;
			jicun2<=0;
			count1<=0;
		end
		else if(En==1'b1)
		begin
			if(Slt==1'b0)jicun1<=jicun1+1;
			else count1<=count1+1;
		end
	 end
	 always @(count1)
	 begin
		if(count1==3'b100)begin
		count1<=0;
		jicun2<=jicun2+1;
		end
	 end
endmodule

===== flow/constraint.sdc =====
current_design code

set clk_period 14.4
set clk_io_pct 0.2

create_clock -name clk0 -period $clk_period [get_ports {Clk}]

set non_clock_inputs [all_inputs -no_clocks]
set_input_delay [expr $clk_period * $clk_io_pct] -clock clk0 $non_clock_inputs
set_output_delay [expr $clk_period * $clk_io_pct] -clock clk0 [all_outputs]

===== flow/run.sh =====
#!/bin/bash
# OpenROAD 26Q1-2900-gdf79404cd8, Yosys 0.63+post, stock flow scripts
make -C /OpenROAD-flow-scripts/flow DESIGN_CONFIG=/design/flow/config.mk WORK_HOME=/design/flow/orfs finish

==> run_results.csv <==
group,metric,value,unit
finish,syn_to_final_growth,26.1,%
die,die-area,12200,µm²
finish,finalNonFillerCells,654,
synthesis,synth.top_cell.area_share,36.4,%
timing,period_used_share,35.9,%
setup_path,crit_family,"simple AND/OR/NAND/NOR gates",
timing,finalHoldViolCount,0,
global_route,grt_max_degree,69,
global_route,grt_pass1_wl,13.5,mm
setup_path,crit_type,"primary input to flip-flop",
finish,regMostFlops,"jicun1",
clocking,cts_hold_buf,0,
global_route,grt_pass1_vias,2743,
drt,drc_errors,0,
timing,rsz0062_at_grt,"false",
finish,largestRegisters,"jicun1: 64 flops",
clocking,cts_resized,0,
global_route,track_usage,14.1,%
setup_path,worstPathCellList,"clkdlybuf4s50_1 -> nand4b_1 -> nor4_1 -> buf_4 -> nand3_1 -> or4_1 -> a21oi_1",
power,peakVddDrop,0.0470,mV
synthesis,synth_area,3520,µm²
synthesis,area_leaders,"dfxtp_1 (36%), buf_4 (14%), xor2_1 (6.7%)",
die,dieWidth,110,µm
placed_design,place_congestion,0.857,
drt,viasPerCell,4.80,
setup_path,cp_num_cells,7,
power,seqPwrFrac,44.5,%
synthesis,yosysTopAreaCell,"dfxtp_1",
setup_path,crit_arrival,5420,ps
die,fp.coreArea,11400,µm²
setup_path,cpMaxStageDelayCell,"or4_1",
placed_design,numPortBuffers,67,
timing,fin_crit,5170,ps
hold_path,worstHoldEndpoint,"jicun1[63]",
flow_run,maxCapViolCount,0,
clocking,cts_tree,"yes",
clocking,cts_max_path_buffers,2,
hold_path,min_path_cells,2,
timing,slew_headroom,35.4,%
synthesis,synth_area_per_cell,8.15,µm²
die,rows,39,
drt,wl,8.31,mm
clocking,clk_latency,320,ps
flow_run,warning_count,25,
placed_design,placed_cells,638,
synthesis,ys_warn_count,202,
clocking,htreeDepth,3,
setup_path,crit_path_max_fanout,21,
hold_path,worstHoldStart,"jicun1[63]",
timing,drv_slew,0,
power,clock_power_share,53.9,%
setup_path,rrSetupSlack,11650,ps
timing,fin_ws,9230,ps
synthesis,yosysSeqAreaShare,36.4,%
clocking,cts_setup_buffers,0,
synthesis,synth_cell_types,36,
synthesis,ys_ff,64,
die,die_y,110,µm
timing,fmaxAchievable,0.193,GHz
synthesis,common_cells,"buf_4 (64), dfxtp_1 (64), nor2_1 (45), nand2_1 (32), nand4_1 (31)",
timing,worst_pin_slew,961,ps
global_route,antenna_found_initial,0,
drt,wl_per_cell,12.7,µm
setup_path,r2r-end,"jicun1[60]",
clocking,cts.sinks,64,
setup_path,rr_worst_depth,7,
global_route,grt_overflow,0,
power,swShare,19.5,%
drt,drt_iter0_markers,164,
timing,tns,0,ps
power,p_per_area,90.2,nW/µm²
setup_path,required,14650,ps
finish,largest_reg_flops,64,
placed_design,pre_cts_ws,8910,ps
synthesis,synth-edff-count,0,
power,switchingPower,78.0,µW
setup_path,end_kind,"flip-flop",
synthesis,synthCells,432,
power,p_leak,0.00154,µW
synthesis,synth-area-yosys,3520,µm²
power,intPower,322,µW
clocking,cts_root_buffer,"clkbuf_16",
clocking,cts_buffers,9,
setup_path,cp_num_buf_inv,2,
timing,finalSetupViolations,0,
drt,ant_nets,0,
timing,fin_skew,5.31,ps
synthesis,async_flop_share,0,%
outcome,status,"completed",
clocking,clkTransAtPathRegs,50,ps
power,pwr-share-comb,1.6,%
setup_path,r2r_start,"jicun1[0]",
drt,vias,3137,
hold_path,hold_class,"flip-flop to flip-flop",
drt,antenna_cells,0,
setup_path,crit_path_start_kind,"primary input",
die,fp-utilization,30.8,%
synthesis,flop_cell,"dfxtp_1",
synthesis,ys_cells,432,
finish,drive_above_1_share,6.07,%
setup_path,critPathMaxStageDelay,670,ps
placed_design,dp_hpwl,5.90,mm
drt,dr.pass1.iters,4,
die,ioPinCount,132,
==> worst max-delay path by stage <==
stage,from,to
finish,Slt,jicun1[60]
global route,Slt,jicun1[58]
CTS,Slt,jicun1[60]
==> power by group through the flow <==
| stage | sequential [µW] | clock (µW) | combinational [µW] |
|---|---|---|---|
| after CTS | 178 | 221 | 6.65 |
| after global routing | 178 | 230 | 7.73 |
| final | 178 | 216 | 6.44 |
==> worst register-to-register path: stages (launching register included) <==
cell      delay (ps)
dfxtp_1          420
ha_1             220
nand4b_1         240
nor4_1           310
buf_4            190
nand3_1          480
or4_1            680
a21oi_1          140
==> area by class of cell <==
type / count / area (µm²)
repair buffers: 75 / 726
multi-input cells: 350 / 1930
flip-flops and latches: 64 / 1280
clock inverters: 3 / 40.0
inverters: 6 / 22.5
well taps: 143 / 179
clock buffers: 13 / 260
fillers: 1123 / 6980
==> placed cells by master (no fill, tap or decap), types with 11 or more instances in the layout <==
| master | instances |
|---|---|
| o21ai_0 | 15 |
| xor2_1 | 27 |
| dfxtp_1 | 64 |
| nand3_1 | 22 |
| or3_1 | 12 |
| nand2_1 | 32 |
| nor2_1 | 45 |
| nand4_1 | 31 |
| clkdlybuf4s50_1 | 66 |
| or4_1 | 11 |
| conb_1 | 64 |
| a21oi_1 | 25 |
==> layer usage <==
| layer | track usage, % | wire [µm] | vias to the layer above | part of all wire (%) |
|---|---|---|---|---|
| li1 | - | - | 1562 | - |
| met1 | 20.9 | 3860 | 1434 | 46 |
| met2 | 21.7 | 3700 | 132 | 45 |
| met3 | 3.48 | 669 | 9 | 8.1 |
| met4 | 1.79 | 73 | 0 | 0.88 |
| met5 | 0 | 0 | - | 0 |
==> kinds of logic after synthesis <==
group / synth area share [%]
fa+ha+maj: 0.355
simple gates: 30.2
xor+xnor: 8.70
mux: 0.959
buf+inv: 15.5
compound gates: 7.85
other cells: 0.106
flops: 36.4
==> metrics by stage <==
stage | hold WS [ps] | util, % | total power [µW] | area, µm²
final | 473 | 38.9 | 400 | 4440
after floorplan | 439 | - | 198 | 3760
after detailed placement | 470 | 36.3 | 188 | 4140
after global placement | 479 | 36.3 | 189 | 4140
after global routing | 516 | 38.9 | 416 | 4440
after CTS | 477 | 38.9 | 405 | 4440
Power and IR drop assume default switching activity.
