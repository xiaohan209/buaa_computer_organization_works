### flow/constraint.sdc
current_design timer

set clk_period 5.9
set clk_io_pct 0.2

create_clock -name clk0 -period $clk_period [get_ports {clk}]

set non_clock_inputs [all_inputs -no_clocks]
set_input_delay [expr $clk_period * $clk_io_pct] -clock clk0 $non_clock_inputs
set_output_delay [expr $clk_period * $clk_io_pct] -clock clk0 [all_outputs]
### flow/config.mk
export PLATFORM = sky130hd
export DESIGN_NAME = timer
export DESIGN_NICKNAME = timer
export VERILOG_FILES = /design/flow/design.v
export SDC_FILE = /design/flow/constraint.sdc
export NUM_CORES = 4
export LEC_CHECK = 1
export CORE_UTILIZATION = 40
### flow/design.v
`timescale  1ns/1ns
`timescale  1ns/1ns
`timescale 1ns / 1ps
module timer(
    input clk,
    input reset,
    input [31:2] Addr,
    input WE,
    input [31:0] Din,
    output [31:0] Dout,
    output IRQ
    );
	reg [1:0] state;
	reg [31:0] mem [2:0];
	reg _IRQ;
	assign IRQ = mem[0][3] & _IRQ;
	assign Dout = mem[Addr[3:2]];
	wire [31:0] load = Addr[3:2] == 0 ? {28'h0, Din[3:0]} : Din;
	integer i;
	always @(posedge clk) begin
		if(reset) begin
			state <= 0; 
			for(i = 0; i < 3; i = i+1) mem[i] <= 0;
			_IRQ <= 0;
		end
		else if(WE) begin
			mem[Addr[3:2]] <= load;
		end
		else begin
			case(state)
				2'b00 : if(mem[0][0]) begin
					state <= 2'b01;
					_IRQ <= 1'b0;
				end
				2'b01 : begin
					mem[2] <= mem[1];
					state <= 2'b10;
				end
				2'b10  : 
					if(mem[0][0]) begin
						if(mem[2] > 1) mem[2] <= mem[2]-1;
						else begin
							mem[2] <= 0;
							state <= 2'b11;
							_IRQ <= 1'b1;
						end
					end
					else state <= 2'b00;
				default : begin
					if(mem[0][2:1] == 2'b00) mem[0][0] <= 1'b0;
					else _IRQ <= 1'b0;
					state <= 2'b00;
				end
			endcase
		end
	end
endmodule
### flow/run.sh
#!/bin/bash
# OpenROAD 26Q1-2900-gdf79404cd8, Yosys 0.63+post, stock flow scripts
make -C /OpenROAD-flow-scripts/flow DESIGN_CONFIG=/design/flow/config.mk WORK_HOME=/design/flow/orfs finish
==> ci_impl_report.md <==
## PnR job results

| Metric | Value |
|---|---|
| Status | finished clean |
| Highest metal used | met4 |
| Leading register cell type out of synthesis | sky130_fd_sc_hd__edfxtp_1 |
| Largest area contributor in the netlist | sky130_fd_sc_hd__edfxtp_1 |
| Clock period minus final worst setup slack | 4.35 ns |
| Most instantiated logic cell after routing | sky130_fd_sc_hd__edfxtp_1 |
| Number of diodes | 0 |
| I/O pin count | 98 |
| DP Cell Count | 850 |
| Synth Register Bits | 133 |
| Share of the core filled with cells in the final layout | 51.7% |
| Via-per-instance ratio | 5.59 |
| Slew at the pin closest to its max-slew limit | 0.889 ns |
| Overall routed net length | 18200 um |
| IO Port Bufs | 69 |
| Total GRT Usage | 23.8% |
| TritonRoute pass-1 iters | 5 |
| Final instance area | 8570 sq um |
| Post-place instance area | 7900 sq um |
| H-tree levels | 4 |
| CTS tree | built |
| Share of synthesized registers carrying an async set or reset | 0% |
| Maximum clock path buffer count | 2 |
| Die area | 17500 sq um |
| Post-DR wirelength/cell | 20.7 um |
| Count of endpoints failing setup in the final report | 0 |
| Cell total in the yosys stat output | 552 |
| Total congestion overflow | 0 |
| Routed wl met2 | 8570 um |
| Leak | 3.16 nW |
| Core area | 16600 sq um |
| Setup WS post-layout | 1.55 ns |
| Chip width | 132 um |
| Vias post-DR | 4932 |
| Main area contributors | sky130_fd_sc_hd__edfxtp_1, sky130_fd_sc_hd__mux4_2, sky130_fd_sc_hd__nor2_1 |
| Class of the most critical hold timing path | reg -> reg |
| Syn Area/Cell | 12.3 sq um |
| Initial antenna violation count | 0 |
| Instance tally after logic synthesis | 552 |
| Max-area cell share | 56.6% |
| Clock Sinks | 133 |
| Hold buffers post-CTS | 0 |
| Area figure in the yosys stat output | 6800 sq um |
| Netlist area before placement | 6800 sq um |
| Post-CTS sizing | 0 |
| Highest-delay cell along the critical path | sky130_fd_sc_hd__mux4_2 |
| Detailed placement HPWL | 11300 um |
| Peak supply drop | 277 uV |
| Element type at the critical path end | output port |
| Category of the critical setup timing path | in -> out |
| Post-route setup TNS | 0 ns |
| Max-cap violation count | 0 |
| Routed length on met1 | 7420 um |
| Vias in the first global route | 5245 |
| Tightest slew margin relative to the limit | 40.7% |
| Global-route wire length before repair | 29200 um |
| Row count | 47 |
| Clock transition time at the flip-flop clock pins of the worst setup and hold paths | 0.06 ns |
| Buffers & Inverters on Critical Path | 3 |
| Area growth syn-to-layout | 26.1% |
| Maximum number of pins on one net before global-route repair | 34 |
| Crit path DAT | 3.17 ns |
| Post-synthesis sequential area ratio | 58.0% |
| Final Hold Vio Count | 0 |
| Number of synthesized flops with an enable pin | 128 |
| Highest attainable clock frequency | 0.230 GHz |
| Critical path's largest stage delay | 0.62 ns |
| Final cycle utilization of the critical path | 73.8% |
| Clock Skews | 0.00794 ns |
| Post-CTS repair timing setup buffer count | 0 |
| Total tool warning count | 54 |
| Largest driver fanout on the critical path | 24 |
| Required time of the critical path | 4.72 ns |
| Number of CTS-inserted buffers | 17 |
| Post-route antenna net violation count | 0 |
| Distinct cell type count of the synthesized netlist | 54 |
| Insertion delay at the late pin of the worst-skew pair | 0.42 ns |
| Post-Place Worst Slack | 1.51 ns |
| Tally of non-filler cells in the final layout | 882 |
| Commonest cells after routing, fill and taps aside | sky130_fd_sc_hd__edfxtp_1, sky130_fd_sc_hd__nor2_1, sky130_fd_sc_hd__clkdlybuf4s50_1, sky130_fd_sc_hd__nand2_1, sky130_fd_sc_hd__mux4_2 |
| Worst Hold Slack | 0.450 ns |
| Met3 routed wirelength | 2000 um |
| Clock tree root buffer cell | sky130_fd_sc_hd__clkbuf_16 |
| Number of inserted filler cells in the final layout | 1410 |
| Post-layout total power | 2.58 mW |
| Placer congestion estimate | 0.841 |
| Number of pins with negative max-slew slack in the final report | 0 |
| Remaining design rule violation count | 0 |
| Vertical die size | 132 um |
| Startpoint kind of the worst setup timing path | input port |
| Fraction of layout cells with a size suffix above 1 | 15.7% |
| Ratio of total power to cell area | 302 nW/um^2 |
| RSZ-0062 raised after global routing | false |
| DR iter-0 viols | 261 |
| Starting Density | 41.0% |
| Yosys warnings | 1 |
| CP top delay family | buffers and inverters |
| Worst-path cell chain | buf_2 > buf_4 > mux4_2 > clkdlybuf4s50_1 |
worst reg2reg max path, delay by kind of cell, from the launching register on:
family / cells / cell delay (ns)
buffers and inverters: 1 / 0.31
and+or+nand+nor: 3 / 1.12
AOI/OAI and AO/OA: 2 / 0.67
DFF: 1 / 0.47
synth_stat cells (2+ instances only):
cell,number
sky130_fd_sc_hd__edfxtp_1,128
sky130_fd_sc_hd__nor3_1,24
sky130_fd_sc_hd__xnor2_1,8
sky130_fd_sc_hd__or4_1,6
sky130_fd_sc_hd__a21oi_1,20
sky130_fd_sc_hd__and3_1,12
sky130_fd_sc_hd__nand2_1,43
sky130_fd_sc_hd__a221oi_1,9
sky130_fd_sc_hd__nor4_2,4
sky130_fd_sc_hd__or3_1,6
sky130_fd_sc_hd__inv_1,8
sky130_fd_sc_hd__ha_1,2
sky130_fd_sc_hd__a31oi_1,3
sky130_fd_sc_hd__nand3_1,30
sky130_fd_sc_hd__and4_1,2
sky130_fd_sc_hd__clkbuf_1,31
sky130_fd_sc_hd__or2_2,5
sky130_fd_sc_hd__and2_1,14
sky130_fd_sc_hd__o211ai_1,3
sky130_fd_sc_hd__mux4_2,32
sky130_fd_sc_hd__dfxtp_1,5
sky130_fd_sc_hd__o21ai_0,4
sky130_fd_sc_hd__nor4_1,13
sky130_fd_sc_hd__nor2_1,81
sky130_fd_sc_hd__nand2b_1,3
sky130_fd_sc_hd__a32o_1,2
sky130_fd_sc_hd__nand4_1,4
sky130_fd_sc_hd__xor2_1,19
sky130_fd_sc_hd__o21ai_1,2
sky130_fd_sc_hd__o31ai_1,2
sky130_fd_sc_hd__buf_1,4
path summary, 6_finish.rpt:
| path | from | end | slack (ns) | cells after the start |
|---|---|---|---|---|
| setup / recovery | Addr[2] | Dout[22] | 1.55 | 4 |
| hold / removal | state[3]$_DFF_P_ | state[3]$_DFF_P_ | 0.45 | 2 |
| setup reg to reg | mem[2][16]$_SDFFCE_PN0P_ | mem[3][25]$_DFFE_PP_ | 3.06 | 6 |
| hold reg to reg | state[3]$_DFF_P_ | state[3]$_DFF_P_ | 0.45 | 2 |
per-layer routing:
metal	up-vias	global-route usage, %
met5	-	0
met4	0	3.13
met3	16	11.3
met2	272	35.9
met1	2363	34.8
li1	2281	-
power breakdown:
part / internal [mW] / switching [mW] / total, mW / leakage (nW)
clock: 0.803 / 0.392 / 1.19 / 0.319
sequential: 1.10 / 0.0314 / 1.13 / 1.31
combinational: 0.137 / 0.127 / 0.264 / 1.53
state kept, by name, summed over array words and instances (netlist names):
| name | flops |
|---|---|
| _IRQ | 1 |
| mem | 128 |
| state | 4 |
final cells by class:
cell class	count	area (sq um)	area share [%]
clock buffer	19	443	5.17
clock inverter	13	230	2.69
inverter	8	30.0	0.350
multi-input combinational	401	2810	32.8
sequential	133	3940	46.0
tap	220	275	3.21
timing repair buffer	88	836	9.75
logic make-up (layout without fill, tap and decap cells):
logic type                 Yosys count  in the layout  synth area share (%)
buffers and inverters               45            128                  2.61
muxes                               33             33                  10.8
other                                1             28                0.0552
adders and majority gates            2              2                 0.368
DFF                                133            133                  58.0
AOI/OAI and AO/OA                   58             58                  6.02
and+or+nand+nor                    253            253                  18.7
xor gates and xnor gates            27             27                  3.48
No activity file was given, so power comes from the tool's default toggle rates.
