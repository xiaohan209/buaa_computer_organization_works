File: design/flow/design.v
`timescale  1ns/1ns
`timescale  1ns/1ns
`timescale 1ns / 1ps
module TUBE(
	 input clk,
	 input reset,
	 input WE,
	 input [31:2] Addr,
	 input [31:0] Din,
    output [31:0] Dout,
	 output [7:0] digital_tube1,
	 output [3:0] digital_tube_sel1,
	 output [7:0] digital_tube2,
	 output digital_tube_sel2,
	 output [7:0] digital_tube0,
	 output [3:0] digital_tube_sel0
    );
	 reg [31:0] cnt;
	 reg [1:0] state;
	 reg [31:0] word1;
	 reg [31:0] word2;
	 wire [7:0] data0;
	 wire [7:0] data1;
	 wire [7:0] data2;
	 wire [7:0] data3;
	 wire [7:0] data4;
	 wire [7:0] data5;
	 wire [7:0] data6;
	 wire [7:0] data7;
	 wire [7:0] data8;
	 assign data0=(word1[3:0]==0)?8'b10000001:
						(word1[3:0]==1)?8'b11001111:
						(word1[3:0]==2)?8'b10010010:
						(word1[3:0]==3)?8'b10000110:
						(word1[3:0]==4)?8'b11001100:
						(word1[3:0]==5)?8'b10100100:
						(word1[3:0]==6)?8'b10100000:
						(word1[3:0]==7)?8'b10001111:
						(word1[3:0]==8)?8'b10000000:
						(word1[3:0]==9)?8'b10000100:
						(word1[3:0]==10)?8'b10001000:
						(word1[3:0]==11)?8'b11100000:
						(word1[3:0]==12)?8'b10110001:
						(word1[3:0]==13)?8'b11000010:
						(word1[3:0]==14)?8'b10100000:8'b10111000;
	assign data1=(word1[7:4]==0)?8'b10000001:
						(word1[7:4]==1)?8'b11001111:
						(word1[7:4]==2)?8'b10010010:
						(word1[7:4]==3)?8'b10000110:
						(word1[7:4]==4)?8'b11001100:
						(word1[7:4]==5)?8'b10100100:
						(word1[7:4]==6)?8'b10100000:
						(word1[7:4]==7)?8'b10001111:
						(word1[7:4]==8)?8'b10000000:
						(word1[7:4]==9)?8'b10000100:
						(word1[7:4]==10)?8'b10001000:
						(word1[7:4]==11)?8'b11100000:
						(word1[7:4]==12)?8'b10110001:
						(word1[7:4]==13)?8'b11000010:
						(word1[7:4]==14)?8'b10100000:8'b10111000; 
	 assign data2=(word1[11:8]==0)?8'b10000001:
						(word1[11:8]==1)?8'b11001111:
						(word1[11:8]==2)?8'b10010010:
						(word1[11:8]==3)?8'b10000110:
						(word1[11:8]==4)?8'b11001100:
						(word1[11:8]==5)?8'b10100100:
						(word1[11:8]==6)?8'b10100000:
						(word1[11:8]==7)?8'b10001111:
						(word1[11:8]==8)?8'b10000000:
						(word1[11:8]==9)?8'b10000100:
						(word1[11:8]==10)?8'b10001000:
						(word1[11:8]==11)?8'b11100000:
						(word1[11:8]==12)?8'b10110001:
						(word1[11:8]==13)?8'b11000010:
						(word1[11:8]==14)?8'b10100000:8'b10111000;
	assign data3=(word1[15:12]==0)?8'b10000001:
						(word1[15:12]==1)?8'b11001111:
						(word1[15:12]==2)?8'b10010010:
						(word1[15:12]==3)?8'b10000110:
						(word1[15:12]==4)?8'b11001100:
						(word1[15:12]==5)?8'b10100100:
						(word1[15:12]==6)?8'b10100000:
						(word1[15:12]==7)?8'b10001111:
						(word1[15:12]==8)?8'b10000000:
						(word1[15:12]==9)?8'b10000100:
						(word1[15:12]==10)?8'b10001000:
						(word1[15:12]==11)?8'b11100000:
						(word1[15:12]==12)?8'b10110001:
						(word1[15:12]==13)?8'b11000010:
						(word1[15:12]==14)?8'b10100000:8'b10111000;
	assign data4=(word1[19:16]==0)?8'b10000001:
						(word1[19:16]==1)?8'b11001111:
						(word1[19:16]==2)?8'b10010010:
						(word1[19:16]==3)?8'b10000110:
						(word1[19:16]==4)?8'b11001100:
						(word1[19:16]==5)?8'b10100100:
						(word1[19:16]==6)?8'b10100000:
						(word1[19:16]==7)?8'b10001111:
						(word1[19:16]==8)?8'b10000000:
						(word1[19:16]==9)?8'b10000100:
						(word1[19:16]==10)?8'b10001000:
						(word1[19:16]==11)?8'b11100000:
						(word1[19:16]==12)?8'b10110001:
						(word1[19:16]==13)?8'b11000010:
						(word1[19:16]==14)?8'b10100000:8'b10111000;
	 assign data4=(word1[19:16]==0)?8'b10000001:
						(word1[19:16]==1)?8'b11001111:
						(word1[19:16]==2)?8'b10010010:
						(word1[19:16]==3)?8'b10000110:
						(word1[19:16]==4)?8'b11001100:
						(word1[19:16]==5)?8'b10100100:
						(word1[19:16]==6)?8'b10100000:
						(word1[19:16]==7)?8'b10001111:
						(word1[19:16]==8)?8'b10000000:
						(word1[19:16]==9)?8'b10000100:
						(word1[19:16]==10)?8'b10001000:
						(word1[19:16]==11)?8'b11100000:
						(word1[19:16]==12)?8'b10110001:
						(word1[19:16]==13)?8'b11000010:
						(word1[19:16]==14)?8'b10100000:8'b10111000;
	assign data5=(word1[23:20]==0)?8'b10000001:
						(word1[23:20]==1)?8'b11001111:
						(word1[23:20]==2)?8'b10010010:
						(word1[23:20]==3)?8'b10000110:
						(word1[23:20]==4)?8'b11001100:
						(word1[23:20]==5)?8'b10100100:
						(word1[23:20]==6)?8'b10100000:
						(word1[23:20]==7)?8'b10001111:
						(word1[23:20]==8)?8'b10000000:
						(word1[23:20]==9)?8'b10000100:
						(word1[23:20]==10)?8'b10001000:
						(word1[23:20]==11)?8'b11100000:
						(word1[23:20]==12)?8'b10110001:
						(word1[23:20]==13)?8'b11000010:
						(word1[23:20]==14)?8'b10100000:8'b10111000;
	assign data6=(word1[27:24]==0)?8'b10000001:
						(word1[27:24]==1)?8'b11001111:
						(word1[27:24]==2)?8'b10010010:
						(word1[27:24]==3)?8'b10000110:
						(word1[27:24]==4)?8'b11001100:
						(word1[27:24]==5)?8'b10100100:
						(word1[27:24]==6)?8'b10100000:
						(word1[27:24]==7)?8'b10001111:
						(word1[27:24]==8)?8'b10000000:
						(word1[27:24]==9)?8'b10000100:
						(word1[27:24]==10)?8'b10001000:
						(word1[27:24]==11)?8'b11100000:
						(word1[27:24]==12)?8'b10110001:
						(word1[27:24]==13)?8'b11000010:
						(word1[27:24]==14)?8'b10100000:8'b10111000;
	assign data7=(word1[31:28]==0)?8'b10000001:
						(word1[31:28]==1)?8'b11001111:
						(word1[31:28]==2)?8'b10010010:
						(word1[31:28]==3)?8'b10000110:
						(word1[31:28]==4)?8'b11001100:
						(word1[31:28]==5)?8'b10100100:
						(word1[31:28]==6)?8'b10100000:
						(word1[31:28]==7)?8'b10001111:
						(word1[31:28]==8)?8'b10000000:
						(word1[31:28]==9)?8'b10000100:
						(word1[31:28]==10)?8'b10001000:
						(word1[31:28]==11)?8'b11100000:
						(word1[31:28]==12)?8'b10110001:
						(word1[31:28]==13)?8'b11000010:
						(word1[31:28]==14)?8'b10100000:8'b10111000;
	assign data8=(word2[3:0]==0)?8'b10000001:
						(word2[3:0]==1)?8'b11001111:
						(word2[3:0]==2)?8'b10010010:
						(word2[3:0]==3)?8'b10000110:
						(word2[3:0]==4)?8'b11001100:
						(word2[3:0]==5)?8'b10100100:
						(word2[3:0]==6)?8'b10100000:
						(word2[3:0]==7)?8'b10001111:
						(word2[3:0]==8)?8'b10000000:
						(word2[3:0]==9)?8'b10000100:
						(word2[3:0]==10)?8'b10001000:
						(word2[3:0]==11)?8'b11100000:
						(word2[3:0]==12)?8'b10110001:
						(word2[3:0]==13)?8'b11000010:
						(word2[3:0]==14)?8'b10100000:8'b10111000;
	assign Dout=(Addr==32'h00007f38)?word1:(Addr==32'h00007f3c)?word2:32'd0;
	assign digital_tube0 = (state==0)?data0:
								(state==1)?data1:
								(state==2)?data2:data3;
	assign digital_tube1 = (state==0)?data4:
								(state==1)?data5:
								(state==2)?data6:data7;
	assign digital_tube2 = data8;
	assign digital_tube_sel0 = (state==0)?4'd1:
								(state==1)?4'd2:
								(state==2)?4'd4:4'd8;
	assign digital_tube_sel1 = (state==0)?4'd1:
								(state==1)?4'd2:
								(state==2)?4'd4:4'd8;
	assign digital_tube_sel2 = (state==0)?1'b1:
								(state==1)?1'b1:
								(state==2)?1'b1:1'b1;
	 initial begin
		cnt<=10000;
		word1<=0;
		word2<=0;
		state<=0;
	 end
	 always @(posedge clk)begin
		if(reset)begin
			cnt<=10000;
			word1<=0;
			word2<=0;
			state<=0;
		end
		else if(WE)begin
			if({Addr,2'b00}==32'h00007f38)begin
				word1<=Din;
			end
			else if({Addr,2'b00}==32'h00007f3c)begin
				word2<=Din;
			end
		end
		else begin
			if(cnt>=1)begin
				cnt<=cnt-1;
			end
			else begin
				cnt<=10000;
				case(state)
					0:begin
						state<=1;
					end
					1:begin
						state<=2;
					end
					2:begin
						state<=3;
					end
					default:begin
						state<=0;
					end
				endcase
			end
		end
	 end
endmodule
File: design/flow/run.sh
#!/bin/bash
# OpenROAD 26Q1-2900-gdf79404cd8, Yosys 0.63+post, stock flow scripts
make -C /OpenROAD-flow-scripts/flow DESIGN_CONFIG=/design/flow/config.mk WORK_HOME=/design/flow/orfs finish
File: design/flow/config.mk
export PLATFORM = sky130hd
export DESIGN_NAME = TUBE
export DESIGN_NICKNAME = TUBE
export VERILOG_FILES = /design/flow/design.v
export SDC_FILE = /design/flow/constraint.sdc
export NUM_CORES = 4
export LEC_CHECK = 1
export CORE_UTILIZATION = 50
File: design/flow/constraint.sdc
current_design TUBE

set clk_period 15.7
set clk_io_pct 0.2

create_clock -name clk0 -period $clk_period [get_ports {clk}]

set non_clock_inputs [all_inputs -no_clocks]
set_input_delay [expr $clk_period * $clk_io_pct] -clock clk0 $non_clock_inputs
set_output_delay [expr $clk_period * $clk_io_pct] -clock clk0 [all_outputs]
==> flow.log <==
[flow] collecting metrics
INFO  metric run_status = completed
INFO  metric finalPower = 0.000509 W
INFO  metric combGateArea = 0.00414 mm^2
INFO  metric dp.final_hpwl = 11800 um
INFO  metric routed_wirelength = 16900 um
INFO  metric worst_path_most_repeated_cell = sky130_fd_sc_hd__clkdlybuf4s50_1
INFO  metric postSynthCellCount = 917
INFO  metric yosys-top-cells-area = sky130_fd_sc_hd__dfxtp_1, sky130_fd_sc_hd__nand2_1, sky130_fd_sc_hd__a21oi_1, sky130_fd_sc_hd__mux2i_1, sky130_fd_sc_hd__nor2_1
INFO  metric io_pins = 130
INFO  metric timing.hold.worst.class = reg2reg
INFO  metric grt_start_max_net_pins = 73
INFO  metric global_route_wire_length_before_repair = 27300 um
INFO  metric dr.first_iter.drc_count = 367
INFO  metric core_util_floorplan = 0.515
INFO  metric std_cell_rows = 41
INFO  metric ys_flop_type = sky130_fd_sc_hd__dfxtp_1
INFO  metric yosys_warnings = 9
INFO  metric achievable_freq = 108 MHz
INFO  metric globalRouteOverflowTotal = 0
INFO  metric h-tree-depth = 3
INFO  metric yosysTopAreaCell = sky130_fd_sc_hd__dfxtp_1
INFO  metric worst-endpoint-required = 12.56 ns
INFO  metric timing.clock.skew = 0.00436 ns
INFO  metric dr_total_vias = 6462
INFO  metric fillerInstances = 1125
INFO  metric report.final.setup_viol = 0
INFO  metric yosysTopAreaCellShare = 0.301
INFO  metric antenna-diode-count = 0
INFO  metric number_of_global_route_vias_before_repair = 5504
INFO  metric cts_tree = done
INFO  metric stdcell_area = 0.00801 mm^2
INFO  metric synth_seq_share = 0.301
INFO  metric netlist-cell-type-count = 67
INFO  metric gpl.final_weighted_congestion = 0.921
INFO  metric sequential_cell_area = 0.00196 mm^2
INFO  metric crit_path_max_fanout = 18
INFO  metric layout_setup_ws = 6.47 ns
INFO  metric post_drt_via_cell_ratio = 5.60
INFO  metric yosys_area = 0.00653 mm^2
INFO  metric cts.repair_timing.setup_buffer_count = 0
INFO  metric detail_route.drc_violations = 0
INFO  metric cell_family_with_most_cp_delay = simple AND/OR/NAND/NOR gates
INFO  metric post_route_cells_drive_above_1_share = 0.0520
INFO  metric slew_violations = 0
INFO  metric clock_tree.root_cell = sky130_fd_sc_hd__clkbuf_16
INFO  metric synth-seq-cells = 98
INFO  metric grt_setup_unrepaired = false
INFO  metric layout_top_cell = sky130_fd_sc_hd__nand2_1
INFO  metric cellPowerDensity = 63.6 mW/mm^2
INFO  metric syn_avg_cell_area = 7.12 um^2
INFO  metric critical_path_max_stage_delay = 0.91 ns
INFO  metric end_kind = output port
INFO  metric clkTransAtPathRegs = 0.07 ns
INFO  metric ir_worst_vdd = 0.0714 mV
INFO  metric most-common-layout-cells = sky130_fd_sc_hd__nand2_1, sky130_fd_sc_hd__clkdlybuf4s50_1, sky130_fd_sc_hd__a21oi_1
INFO  metric chipHeight = 116 um
INFO  metric timing.critical_path.from_type = input pin
INFO  metric crit_path_cell_trace = clkdlybuf4s50_1, nor4bb_1, nand4_1, or4_1, buf_4, nor2_1, clkdlybuf4s50_1
INFO  metric synth-cells-yosys = 917
INFO  metric cpMaxStageDelayCell = sky130_fd_sc_hd__or4_1
INFO  metric fin_setup_tns = 0 ns
INFO  metric worst-endpoint-arrival = 6.09 ns
INFO  metric maxSlewHeadroom = 0.400
INFO  metric cp.buffers_inverters = 3
INFO  metric post_cts_hold_buffer_count = 0
INFO  metric timing.final.crit_share = 0.588
INFO  metric leakage = 2.61 nW
INFO  metric netlist_area = 0.00653 mm^2
INFO  metric post_dp_cell_area = 0.00771 mm^2
INFO  metric synth-edff-count = 0
INFO  metric tool_warnings = 30
INFO  metric chip_area = 0.0135 mm^2
INFO  metric initial_antenna_violation_count = 0
INFO  metric syn_to_final_growth = 22.7%
INFO  metric die.size.x = 116 um
INFO  metric hold_viol_final = 0
INFO  metric post-route-min-period = 9.23 ns
INFO  metric numClockSinks = 98
INFO  metric tally_of_nets_with_antenna_violations_remaining_after_routing = 0
INFO  metric wl_per_cell = 14.6 um
INFO  metric placement.setup.worst_slack = 6.43 ns
INFO  metric dr.pass1.iters = 5
INFO  metric tritoncts.num_buffers = 9
INFO  metric placeableCoreArea = 0.0127 mm^2
INFO  metric post_synthesis_async_set_or_reset_flop_share = 0
INFO  metric numPortBuffers = 125
INFO  metric max_cap_violations = 0
INFO  metric cts-resized-gates = 0
INFO  metric clkLatencyLatePin = 0.35 ns
INFO  metric worstMarginPinSlew = 0.900 ns
INFO  metric grt_use_total = 0.259
INFO  metric ctsLongestPathBuffers = 2
INFO  metric timing.setup.critical_path_class = in2out
## state kept, by name, summed over array words and instances, names as in the netlist
| signal | count |
|---|---|
| state | 2 |
| word2 | 32 |
| word1 | 32 |
| cnt | 32 |
## metrics by stage
| step | hold WS, ns | utilization | cells |
|---|---|---|---|
| floorplan | 0.432 | - | 920 |
| global placement | 0.437 | 0.608 | 1137 |
| detailed placement | 0.445 | 0.608 | 1137 |
| CTS | 0.453 | 0.632 | 1153 |
| global route | 0.468 | 0.632 | 1153 |
| finish | 0.452 | 0.632 | 1153 |
## tightest hold or removal path: cells and delay by family, from the launching register on
kind	cells	cell delay, ns
and+or+nand+nor	1	0.05
AOI/OAI and AO/OA	1	0.05
DFF	1	0.31
## synth_stat cells (5+ instances only)
library cell,count
sky130_fd_sc_hd__nand2_1,168
sky130_fd_sc_hd__a21oi_1,106
sky130_fd_sc_hd__dfxtp_1,98
sky130_fd_sc_hd__nor2_1,84
sky130_fd_sc_hd__clkbuf_1,75
sky130_fd_sc_hd__o21ai_0,41
sky130_fd_sc_hd__mux2i_1,37
sky130_fd_sc_hd__xnor2_1,25
sky130_fd_sc_hd__nand2b_1,23
sky130_fd_sc_hd__nor3_1,23
sky130_fd_sc_hd__inv_1,19
sky130_fd_sc_hd__nor4_1,15
sky130_fd_sc_hd__o22ai_1,15
sky130_fd_sc_hd__nor3b_1,11
sky130_fd_sc_hd__buf_4,10
sky130_fd_sc_hd__or3_1,9
sky130_fd_sc_hd__a211oi_1,8
sky130_fd_sc_hd__o32ai_1,8
sky130_fd_sc_hd__xor2_1,8
sky130_fd_sc_hd__and3b_1,7
sky130_fd_sc_hd__o211ai_1,7
sky130_fd_sc_hd__or4_1,7
sky130_fd_sc_hd__a22oi_1,6
sky130_fd_sc_hd__ha_1,6
sky130_fd_sc_hd__mux2_2,6
sky130_fd_sc_hd__nand3_1,6
sky130_fd_sc_hd__nor2b_1,6
sky130_fd_sc_hd__a21o_1,5
sky130_fd_sc_hd__nand4_1,5
sky130_fd_sc_hd__o21bai_1,5
## power breakdown
part           leakage, nW  switching [W]   total, W  internal [W]
sequential           0.790     0.00000277   0.000254      0.000251
combinational         1.67      0.0000162  0.0000369     0.0000207
clock                0.145      0.0000971   0.000219      0.000122
## layout make-up
type | instances | share of cell area
multi-input cells | 713 | 0.517
flip-flops and latches | 98 | 0.245
repair buffers | 135 | 0.164
clock buffers | 12 | 0.0333
well taps | 172 | 0.0269
inverters | 19 | 0.00891
clock inverters | 4 | 0.00422
## worst paths after layout
check        startpoint  slack, ns   endpoint  depth (start not counted)
max            Addr[11]       6.47   Dout[28]                          7
min           word2[17]       0.45  word2[17]                          2
max reg2reg     cnt[26]      12.83     cnt[9]                          5
min reg2reg   word2[17]       0.45  word2[17]                          2
## layer usage
metal,up-vias,part of all wire,global-route usage
met5,-,0,0
met2,171,0.45,0.398
met1,2967,0.48,0.403
met4,0,0.011,0.0248
met3,14,0.054,0.0428
li1,3310,-,-
## cells by family (layout without fill, tap and decap cells)
| family | count (synthesis) | after routing | synth area share |
|---|---|---|---|
| buffers and inverters | 109 | 170 | 0.0686 |
| AND-OR/OR-AND | 232 | 232 | 0.215 |
| adder cells (fa/ha/maj) | 9 | 9 | 0.0161 |
| AND/OR/NAND/NOR | 392 | 392 | 0.288 |
| XOR/XNOR | 33 | 33 | 0.0443 |
| flip-flops | 98 | 98 | 0.301 |
| multiplexers | 43 | 43 | 0.0671 |
| other | 1 | 4 | 0.000574 |
Power and IR drop assume default switching activity.
