===== config.mk =====
export PLATFORM = sky130hd
export DESIGN_NAME = IM1
export DESIGN_NICKNAME = IM1
export VERILOG_FILES = /design/flow/design.v
export SDC_FILE = /design/flow/constraint.sdc
export NUM_CORES = 4
export LEC_CHECK = 1
export CORE_UTILIZATION = 30
export SYNTH_HDL_FRONTEND = slang
export SYNTH_MEMORY_MAX_BITS = 65536

===== constraint.sdc =====
current_design IM1

set clk_period 11.8
set clk_io_pct 0.2

create_clock -name clk0 -period $clk_period [get_ports {clk}]

set non_clock_inputs [all_inputs -no_clocks]
set_input_delay [expr $clk_period * $clk_io_pct] -clock clk0 $non_clock_inputs
set_output_delay [expr $clk_period * $clk_io_pct] -clock clk0 [all_outputs]

===== design.v =====
`timescale  1ns/1ns
`timescale  1ns/1ns
`timescale 1ns / 1ps
module IM1(
    input clk,
    input reset,
	 input ifBranch,
	 input branchEnable,
	 input j,
	 input jr,
	 input [31:0] imm,
    output [31:0] Instr,
	 output [31:0] next,
	 output [31:0] thisInstr
    );
	 reg [31:0] Mempc [0:1023];
	 reg [31:0] pc;
	 reg [31:0] temp1;
	 reg [31:0] temp2;
	 reg [31:0] temp3;
	 integer k;
	 assign Instr=temp1;
	 assign next=temp2;
	 assign thisInstr=temp3;
	 initial
	 begin
	 for(k=0;k<=1023;k=k+1)begin
		Mempc[k]=32'd0;
	 end
	 $readmemh("code.txt",Mempc);
	 pc=32'h00003000;
	 temp1 = Mempc[pc[11:2]];
	 temp2 = pc+4;
	 temp3 = pc;
	 end
	always @(posedge clk)begin
		if(reset)begin
			pc = 32'h00003000;
		end
		else begin
			if(ifBranch && branchEnable)begin
				pc = pc + 4 + imm;
			end
			else if(jr&&j)begin
				pc = imm;
			end
			else if(j)begin
				pc = {pc[31:28],imm[25:0],2'b00};
			end
			else begin
				pc = pc+4;
			end
			temp1 <= Mempc[pc[11:2]];
			temp2 <= pc+4;
			temp3 <= pc;
		end
	end
endmodule
module IM2(
	 input clk,
    input reset,
	 input [31:0] pc32,
	 input stall,
    output [31:0] Instr,
	 output [31:0] PC4,
	 output [31:0] thisPC
    );
	 integer k;
	 reg [31:0] pc;
	 reg [31:0] Mempc [0:1023];
	 reg [31:0] temp1;
	 reg [31:0] temp2;
	 reg [31:0] temp3;
	 assign Instr=temp1;
	 assign PC4=temp2;
	 assign thisPC=temp3;
	 initial
	 begin
	 for(k=0;k<=1023;k=k+1)begin
		Mempc[k]=32'd0;
	 end
	 $readmemh("code.txt",Mempc);
	 pc = 32'h00003000;
	 temp1 = Mempc[pc[11:2]];
	 temp2 = pc+4;
	 temp3 = pc;
	 end
	 always @(posedge clk)begin
		if(reset)begin
			pc = 32'h00003000;
			temp1 <= Mempc[pc[11:2]];
			temp2 <= pc+4;
			temp3 <= pc;
		end
		else begin
			if(!stall)begin
				pc=pc32;
				temp1 <= Mempc[pc[11:2]];
				temp2 <= pc+4;
				temp3 <= pc;
			end
		end
	 end
endmodule

===== code.txt =====
34013008
00200008
34013014
00000000
00200008
34013024
00000000
00000000
00200008
34013038
00000000
00000000
00000000
00200008
00000000
00000000

===== run.sh =====
#!/bin/bash
# OpenROAD 26Q1-2900-gdf79404cd8, Yosys 0.63+post, stock flow scripts
make -C /OpenROAD-flow-scripts/flow DESIGN_CONFIG=/design/flow/config.mk WORK_HOME=/design/flow/orfs finish

==> results_dict.tcl <==
# place-and-route summary
set metrics [dict create \
    rrSetupSlack_ns 6.87 \
    crit_type "in -> reg" \
    clock_path_buffers 2 \
    powerDensity_nw_per_um2 122 \
    ctsHoldBuffers 0 \
    wl_mm 18.9 \
    skew_ns 0.0135 \
    hold_viol 0 \
    synth-simple-area-share_pct 20.8 \
    fill_cells 2323 \
    diodes 0 \
    worst_path_max_delay_cell "clkdlybuf4s50_1" \
    grt_pass1_vias 5526 \
    pin_count 134 \
    h-tree-depth 3 \
    fp_util_pct 30.6 \
    cts_inserted_buffers 9 \
    synthAdderAreaFrac_pct 6.04 \
    xor_area_share_pct 8.16 \
    antenna_found_initial 0 \
    synthAoiAreaFrac_pct 17.6 \
    rsz0062_at_grt "no" \
    edf_count 62 \
    wire_per_inst_um 15.6 \
    ant_nets 0 \
    grt_use_total_pct 16.1 \
    mux_share_pct 4.88 \
    async_flop_share_pct 0 \
    insertion_delay_ns 0.35 \
    fin_crit_ns 6.01 \
    use_met1_pct 26.0 \
    yosys-top-cells-area "edfxtp_1 26%, dfxtp_1 8.9%, ha_1 5.8%" \
    grt_busiest_layer "met1" \
    syn2layout_area_growth_pct 19.9 \
    postPlaceCellArea_um2 8300 \
    final_layout_size_suffix_gt1_share_pct 5.38 \
    cts.sinks 94 \
    gp_congestion 0.920 \
    status "finished, final reports clean" \
    fmax_mhz 167 \
    cpPeakStageDelay_ns 0.52 \
    numSynthFlops 94 \
    topCombFamilyByArea "simple AND/OR/NAND/NOR gates" \
    regArea_um2 2500 \
    end_kind "flip-flop" \
    cts_tree "done" \
    die_h_um 157 \
    crit_start "imm[0]" \
    drt-vias-per-instance 4.99 \
    ys_cells 814 \
    drt-initial-drc-count 527 \
    finalSetupViolations 0 \
    yosysSeqAreaShare_pct 34.9 \
    place_hpwl_mm 14.6 \
    crit_top_cell "xor2_1" \
    crit_chain "clkdlybuf4s50_1, ha_1, inv_1, fa_1, nor2b_1, o31ai_2, a2111o_1, nand2_1, xor2_1, a31oi_1, nor4_4, nand4_4, nor4_2, xor2_1" \
    slew_viol_final 0 \
    setup_tns_ns 0 \
    dp.cells 1196 \
    path_delay_family "simple AND/OR/NAND/NOR gates" \
    use_met2_pct 23.8 \
    io_buffer_count 101 \
    syn_avg_cell_area_um2 8.81 \
    dieWidth_um 157 \
    grt-ovfl-total 0 \
    warning_count 25 \
    synth-main-ff-cell "edfxtp_1" \
    cts_resized 0 \
    holdWs_ns 0.724 \
    fin_area_um2 8600 \
    grt_util_met3_pct 2.17 \
    timing.rr.start "pc[2]" \
    top_area_cell "edfxtp_1" \
    instances_no_fill 1212 \
    min_period_over_period_pct 50.9 \
    first_pass_iters 5 \
    critPathCapture "next[30]" \
    peakVddDrop_v 0.0000709 \
    multiInputGateArea_um2 4240 \
    worst-path-stages 14 \
    worstMarginPinSlew_ns 0.854 \
    die-area_um2 24500 \
    syn_inst 814 \
    cts_root_buffer "clkbuf_16" \
    yosys_warnings 0 \
    required_ns 11.89 \
    r2r_cells 16 \
    syn-cell-area_um2 7170 \
    hold_path_class "reg -> reg" \
    slew_headroom_pct 42.6 \
    critPathArrivalTime_ns 6.09 \
    dr_total_vias 6050 \
    drc 0 \
    row_count 56 \
    post-cts-setup-buffer-count 0 \
    yosysUniqueCellTypes 71 \
    cp-start-kind "input port" \
    synth_dominant_cell_count "nand2_1" \
    grt_pass1_wl_mm 30.1 \
    cellLeakagePower_nw 3.28 \
    max-cap-violations 0 \
    core_area_um2 23500 \
    top_cells_by_count "79 x nand2_1, 62 x edfxtp_1, 59 x a21oi_1, 56 x nor2_1" \
    ys_area_um2 7170 \
    top_area_share_pct 26.0 \
    crit_fanout 7 \
    grt_max_degree 69 \
    clkTransAtPathRegs_ns 0.07 \
    worst_r2r_endpoint "next[30]" \
    worst-path-buf-inv 2 \
]
how the worst min path moves through the flow:
stage / start / cells after the start / endpoint
after CTS: pc[0] / 3 / next[0]
after global routing: pc[0] / 3 / next[0]
final: pc[0] / 3 / next[0]
cell families after synthesis:
group	count (synthesis)
muxes	35
AOI/OAI and AO/OA	198
adders and majority gates	34
DFF	94
xor gates and xnor gates	66
other	1
buffers and inverters	104
and+or+nand+nor	282
per-stage QoR:
| stage | worst slack (ns) | utilization, % | power, mW |
|---|---|---|---|
| 3_3_place_gp | 5.47 | 35.4 | 0.756 |
| 4_1_cts | 5.81 | 36.6 | 1.05 |
| 5_1_grt | 5.51 | 36.6 | 1.11 |
| 6_report | 5.80 | 36.6 | 1.04 |
| 2_1_floorplan | 6.30 | - | 0.637 |
| 3_5_place_dp | 5.45 | 35.4 | 0.756 |
routing by layer:
metal | routed length [um] | vias up | share of wire (%)
met5 | 0 | - | 0
met4 | 284 | 0 | 1.5
met3 | 1110 | 16 | 5.9
met2 | 8250 | 187 | 44
met1 | 9210 | 2788 | 49
li1 | - | 3059 | -
flip-flops by register name (all words and copies together), names as in the netlist:
register   flops
next          32
pc            32
thisInstr     30
cell type report:
| class | count | area share, % |
|---|---|---|
| Timing Repair Buffer | 107 | 12.2 |
| Multi-Input combinational cell | 647 | 49.4 |
| Tap cell | 319 | 4.64 |
| Inverter | 29 | 1.27 |
| Sequential cell | 94 | 29.1 |
| Clock buffer | 9 | 2.62 |
| Clock inverter | 7 | 0.844 |
tightest hold or removal path: cells and delay by family (launching register included):
| family | cells | cell delay [ns] |
|---|---|---|
| flip-flops | 1 | 0.33 |
| AND-OR/OR-AND | 1 | 0.11 |
| AND/OR/NAND/NOR | 1 | 0.04 |
| adder cells (fa/ha/maj) | 1 | 0.12 |
power breakdown:
group,switching [mW],leakage (nW),internal (mW),total (mW)
Sequential,0.0202,0.880,0.397,0.417
Combinational,0.186,2.25,0.149,0.334
Clock,0.128,0.144,0.165,0.293
cell usage in the layout, fill, tap and decap left out, types with 5 or more instances in the layout:
| cell type | synthesis | layout |
|---|---|---|
| nand2b_1 | 9 | 9 |
| nand4_1 | 24 | 24 |
| xor2_1 | 23 | 23 |
| o31ai_1 | 5 | 5 |
| clkdlybuf4s50_1 | 0 | 99 |
| buf_4 | 35 | 6 |
| and2_1 | 14 | 14 |
| nor2b_1 | 6 | 6 |
| nor3_1 | 13 | 13 |
| a211oi_1 | 7 | 7 |
| nand3_1 | 30 | 30 |
| nor4_1 | 5 | 5 |
| a21oi_1 | 59 | 59 |
| inv_1 | 29 | 28 |
| o21ai_1 | 6 | 6 |
| o21ai_0 | 42 | 42 |
| xnor2_1 | 42 | 42 |
| a31oi_1 | 13 | 13 |
| conb_1 | 1 | 32 |
| edfxtp_1 | 62 | 62 |
| or3_1 | 8 | 8 |
| o21a_1 | 10 | 10 |
| a211o_1 | 6 | 6 |
| and3_1 | 9 | 9 |
| or2_2 | 7 | 7 |
| o211ai_1 | 15 | 15 |
| nor2_1 | 56 | 56 |
| ha_1 | 33 | 33 |
| dfxtp_1 | 32 | 32 |
| mux2i_1 | 35 | 35 |
| and4_1 | 5 | 5 |
| clkbuf_16 | 0 | 9 |
| nand2_1 | 79 | 79 |
Power figures rest on the tool's default switching activity, not on a simulated workload.
