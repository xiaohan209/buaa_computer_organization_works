$ cat flow/design.v
`timescale  1ns/1ns
`timescale  1ns/1ns
`timescale 1ns / 1ps
module IM(
    input clk,
    input reset,
	 input ifBranch,
	 input branchEnable,
	 input j,
	 input jr,
	 input [31:0] imm,
    output [31:0] Instr,
	 output [31:0] next,
	 output [31:0] thisInstr
    );
	 reg [31:0] Mempc [0:1023];
	 reg [31:0] pc;
	 reg [31:0] temp1;
	 reg [31:0] temp2;
	 reg [31:0] temp3;
	 integer k;
	 assign Instr=temp1;
	 assign next=temp2;
	 assign thisInstr=temp3;
	 initial
	 begin
	 for(k=0;k<=1023;k=k+1)begin
		Mempc[k]=32'd0;
	 end
	 $readmemh("code.txt",Mempc);
	 pc=32'h00003000;
	 temp1 = Mempc[pc[11:2]];
	 temp2 = pc+4;
	 temp3 = pc;
	 end
	always @(posedge clk)begin
		if(reset)begin
			pc = 32'h00003000;
		end
		else begin
			if(ifBranch && branchEnable)begin
				pc = pc + 4 + imm;
			end
			else if(jr&&j)begin
				pc = imm;
			end
			else if(j)begin
				pc = {pc[31:28],imm[25:0],2'b00};
			end
			else begin
				pc = pc+4;
			end
			temp1 <= Mempc[pc[11:2]];
			temp2 <= pc+4;
			temp3 <= pc;
		end
	end
endmodule
$ cat flow/code.txt
3c011234
34285678
24090000
2410000a
24110005
201d0000
27bd01f4
0c000c0e
00000000
240a0001
1151000d
00000000
254a0001
08000c0a
11300008
25290001
27bdfffc
afbf0000
0c000c0e
8fbf0000
27bd0004
03e00008
00000000
03e00008
012b5821
00000000
$ cat flow/run.sh
#!/bin/bash
# OpenROAD 26Q1-2900-gdf79404cd8, Yosys 0.63+post, stock flow scripts
make -C /OpenROAD-flow-scripts/flow DESIGN_CONFIG=/design/flow/config.mk WORK_HOME=/design/flow/orfs finish
$ cat flow/config.mk
export PLATFORM = sky130hd
export DESIGN_NAME = IM
export DESIGN_NICKNAME = IM
export VERILOG_FILES = /design/flow/design.v
export SDC_FILE = /design/flow/constraint.sdc
export NUM_CORES = 4
export LEC_CHECK = 1
export CORE_UTILIZATION = 50
export SYNTH_HDL_FRONTEND = slang
export SYNTH_MEMORY_MAX_BITS = 65536
$ cat flow/constraint.sdc
current_design IM

set clk_period 11.8
set clk_io_pct 0.2

create_clock -name clk0 -period $clk_period [get_ports {clk}]

set non_clock_inputs [all_inputs -no_clocks]
set_input_delay [expr $clk_period * $clk_io_pct] -clock clk0 $non_clock_inputs
set_output_delay [expr $clk_period * $clk_io_pct] -clock clk0 [all_outputs]
==> flow report <==
RUN STATUS
-------------------------------------------------------------------------------------------
Status                                                                         complete, no violations

FINAL TIMING
-------------------------------------------------------------------------------------------
Clock tree skew after final layout                                               0.00577 ns
Final count of pins violating max slew                                                    0
Worst Slack Setup Final                                                             5.68 ns
Final TNS setup                                                                        0 ns
Worst slew pin tran                                                                0.910 ns
Post-route worst hold slack                                                        0.721 ns
Maximum clock frequency                                                             163 MHz
Worst-case headroom to the max-slew limit                                             0.390
Final critical delay including setup and external delays                            6.12 ns
RSZ-0062 raised after global routing                                                  false
Portion of the clock cycle consumed by the worst path in the final layout             0.518
Final tally of hold violations                                                            0
Setup violators final                                                                     0

PLACEMENT
-------------------------------------------------------------------------------------------
Placed Cells                                                                           1058
Worst setup slack after placement                                                   5.36 ns
Count of port buffers added during placement                                            101
Detail Placement HPWL                                                              14500 um
Final weighted congestion in routability-driven placement                              1.02

SYNTH
-------------------------------------------------------------------------------------------
Yosys stat cell total                                                                   814
Post-synth cell types                                                                    71
Sequential cell area fraction in the yosys report                                     0.349
Cell types with the highest counts after synthesis                             nand2_1 (79), edfxtp_1 (62), a21oi_1 (59)
Chip area line of the yosys report                                              0.00717 mm2
Yosys top cell by instances                                                         nand2_1
Post-synthesis instance area                                                    0.00717 mm2
Average size of a mapped cell                                                      8.81 um2
Yosys synthesis warning count                                                             0
Main flop type after synthesis                                                     edfxtp_1
Synthesis-stage register bit count                                                       94
Post-synth ARST share                                                                     0
Area leader share                                                                     0.260
Cell count after synthesis                                                              814
Top cells by area                                                              edfxtp_1 (26%), dfxtp_1 (8.9%), ha_1 (5.8%)
Number of flops mapped to enable cells by yosys                                          62
Cell type with the largest total area after synthesis                              edfxtp_1

ROUTE
-------------------------------------------------------------------------------------------
Pre-antenna DRT Iters                                                                     5
Overall routed net length                                                          19000 um
Antenna-violating nets left                                                               0
Number of design-rule violations left by the first detailed-router iteration            588
Ant diodes                                                                                0
Vias post-DR                                                                           6317
DRC viols                                                                                 0
Vias per std cell                                                                      5.88
Wire per inst                                                                       17.7 um

GLOBAL ROUTING
-------------------------------------------------------------------------------------------
Maximum number of pins on one net before global-route repair                             69
Global-route wire length before repair                                             29900 um
Global route overflow                                                                     0
Number of antenna violations at the first check in global routing                         0
Vias in the first global route                                                         5694
Global router's overall resource usage                                                0.272

LAYOUT
-------------------------------------------------------------------------------------------
Filler cell count in the final layout                                                  1205
Layout cell share with drive strength beyond 1                                       0.0548
Area taken by multi-input logic gates                                           0.00424 mm2
Final standard cell count with taps included and fillers excluded                      1074
Reg area                                                                        0.00250 mm2
Area Overhead vs Synth                                                                17.5%

PWR
-------------------------------------------------------------------------------------------
Power density over the cells                                                     124 mW/mm2
VDD IR-drop max                                                                 0.0000595 V
Static Leakage                                                                      3.28 nW

FLOORPLAN
-------------------------------------------------------------------------------------------
Chip width                                                                           122 um
I/O Pins                                                                                134
Placeable core area                                                              0.0139 mm2
Overall die area                                                                 0.0148 mm2
Die outline height                                                                   122 um
Starting Density                                                                      0.515
Row Count                                                                                43

CLOCK NETWORK
-------------------------------------------------------------------------------------------
Number of hold buffers added after CTS                                                    0
Clock root buffer master                                                          clkbuf_16
H-tree depth                                                                              3
CTS sink cnt                                                                             94
Quantity of gates resized following cts                                                   0
Postcts setup bufs                                                                        0
Buffers from clock root to sink, at most                                                  2
Clock network latency to the later pin of the worst-skew pair                       0.34 ns
TritonCTS clock tree                                                                    yes
Clock slew at the register clock pins of the worst setup and hold paths             0.07 ns
CTS buffer count                                                                          9

CRITICAL PATH
-------------------------------------------------------------------------------------------
Critical path type                                                             input pin to register
CP max stage cell                                                              clkdlybuf4s50_1
Most common cell type on the critical path                                           xor2_1
Number of buffer and inverter stages on the critical path                                 2
Kind of cell adding the most delay to the critical path                        simple AND/OR/NAND/NOR gates
Worst path max stage delay                                                          0.52 ns
Largest fanout of any net on the critical path                                            7
CP Data Required Time                                                              11.88 ns
Arr. time, crit path                                                                6.20 ns
Critical Path End Type                                                             register
Critical path cell sequence                                                    clkdlybuf4s50_1 -> ha_1 -> inv_1 -> fa_1 -> nor2b_1 -> o31ai_2 -> a2111o_1 -> nand2_1 -> xor2_1 -> a31oi_1 -> nor4_4 -> nand4_4 -> nor4_2 -> xor2_1
Critical path startpoint category                                                 input pin

JOB
-------------------------------------------------------------------------------------------
Total tool warning count                                                                 26
Count of max-cap constraint violations                                                    0

HOLD PATH
-------------------------------------------------------------------------------------------
Hold/Removal Path Class                                                        register to register

[worst paths after layout]
path / start / to / slack (ns) / cells after the start
worst min-delay path: pc[0] / next[0] / 0.72 / 3
worst max register to register: pc[2] / next[31] / 6.72 / 16
worst max-delay path: imm[0] / next[28] / 5.68 / 14
worst min register to register: pc[0] / next[0] / 0.72 / 3
[routing by layer]
layer | wire length (um) | up-vias | share of wire | track usage
met2 | 7580 | 338 | 0.40 | 0.365
li1 | - | 3067 | - | -
met3 | 2010 | 16 | 0.11 | 0.0654
met4 | 217 | 0 | 0.011 | 0.0347
met5 | 0 | - | 0 | 0
met1 | 9240 | 2896 | 0.49 | 0.468
[kinds of logic (layout without fill, tap and decap cells)]
logic type,after synthesis,after routing,share of synthesized area
mux,35,35,0.0488
flops,94,94,0.349
xor+xnor,66,66,0.0816
buf+inv,104,153,0.0757
simple gates,282,282,0.208
other cells,1,32,0.000523
compound gates,198,198,0.176
fa+ha+maj,34,34,0.0604
[stage by stage]
stage	cell area, um2	power, mW	util
after global placement	8130	0.757	0.584
after global routing	8430	1.10	0.605
final	8430	1.05	0.605
after floorplan	7290	0.637	-
after detailed placement	8130	0.759	0.584
after CTS	8430	1.05	0.605
[worst min-delay path, cell delays in order (launching register included)]
cell     delay [ns]
dfxtp_1        0.34
ha_1           0.13
nand2_1        0.05
o21ai_0        0.09
[cell usage in the layout, fill, tap and decap left out, types with 7 or more instances in the layout]
cell type	synthesis	routed
o21ai_0	42	42
a211oi_1	7	7
o211ai_1	15	15
nand2b_1	9	9
nand3_1	30	30
clkbuf_16	0	9
o21a_1	10	10
nand4_1	24	24
xor2_1	23	23
and2_1	14	14
edfxtp_1	62	62
nor2_1	56	56
clkdlybuf4s50_1	0	99
mux2i_1	35	35
buf_4	35	7
xnor2_1	42	42
nor3_1	13	13
conb_1	1	32
nand2_1	79	79
a21oi_1	59	59
or3_1	8	8
or2_2	7	7
dfxtp_1	32	32
ha_1	33	33
a31oi_1	13	13
and3_1	9	9
inv_1	29	28
[registers in the layout, indices dropped and copies added, names as in the netlist]
name / flops
thisInstr: 30
next: 32
pc: 32
[power breakdown]
part / internal, mW / switching [mW]
clock network: 0.164 / 0.122
logic: 0.149 / 0.192
registers: 0.397 / 0.0205
total: 0.711 / 0.335
[final cells by class]
type	instances	area share
flip-flops and latches	94	0.297
well taps	180	0.0267
repair buffers	108	0.125
clock inverters	7	0.00846
multi-input cells	647	0.503
inverters	29	0.0129
clock buffers	9	0.0267
Power is estimated from default activity; no workload was simulated.
